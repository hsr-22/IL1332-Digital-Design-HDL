[/design/flow/config.mk]
export PLATFORM = sky130hd
export DESIGN_NAME = mult_add
export DESIGN_NICKNAME = mult_add
export VERILOG_FILES = /design/flow/design.v
export SDC_FILE = /design/flow/constraint.sdc
export NUM_CORES = 4
export LEC_CHECK = 1
export CORE_UTILIZATION = 50
[/design/flow/constraint.sdc]
current_design mult_add

set clk_period 9.3
set clk_io_pct 0.2

create_clock -name clk0 -period $clk_period

set non_clock_inputs [all_inputs -no_clocks]
set_input_delay [expr $clk_period * $clk_io_pct] -clock clk0 $non_clock_inputs
set_output_delay [expr $clk_period * $clk_io_pct] -clock clk0 [all_outputs]
[/design/flow/design.v]
`timescale 1ns / 1ps
module nand2_delay ( 
	input logic a,    
	input logic b,    
	output logic y    
	); 
    assign #1ns y = ~(a & b);   
endmodule
module xor2_delay (
    input  logic a,   
    input  logic b,   
    output logic y    
);
  logic u1_out, u2_out, u3_out;
  nand2_delay u1 (
      .a(a),
      .b(b),
      .y(u1_out)
  );
  nand2_delay u2 (
      .a(a),
      .b(u1_out),
      .y(u2_out)
  );
  nand2_delay u3 (
      .a(b),
      .b(u1_out),
      .y(u3_out)
  );
  nand2_delay u4 (
      .a(u2_out),
      .b(u3_out),
      .y(y)
  );
endmodule
module and2_delay ( 
	input logic a,    
	input logic b,    
	output logic y    
	); 
    logic u1_out;
    nand2_delay u1 (.a(a), .b(b), .y(u1_out));
    nand2_delay u2 (.a(u1_out), .b(u1_out), .y(y));
endmodule
module fa_delay (
    input wire a,
    input wire b,
    input wire cin,
    output wire sum,
    output wire cout
);
logic sum1, carry1, carry2;
ha_delay HA1 (a, b, sum1, carry1);
ha_delay HA2 (sum1, cin, sum, carry2);
nand2_delay N2 (carry1, carry2, cout);
endmodule
module ha_delay (
	input logic a, 
	input logic b, 
	output logic sum, 
	output logic carry ); 
xor2_delay u1 (
	.a(a), 
	.b(b), 
	.y(sum)
	); 
nand2_delay u2 (
	.a(a), 
	.b(b), 
	.y(carry)
	); 
endmodule
module mult_add (
    input logic [3:0] a0,
    input logic [3:0] a1,
    input logic [3:0] a2,
    input logic [3:0] a3,
    input logic [3:0] a4,
    input logic [3:0] a5,
    input logic [3:0] a6,
    input logic [3:0] a7,
    output logic [9:0] x  
);
    logic [7:0] mult1, mult2, mult3, mult4;
	logic [8:0] sumo1, sumo2;
	mult_mnbit #(4, 4) u1 (
		.A(a0),
		.B(a1),
		.Prod(mult1)
	);
	mult_mnbit #(4, 4) u2 (
		.A(a2),
		.B(a3),
		.Prod(mult2)
	);
	mult_mnbit #(4, 4) u3 (
		.A(a4),
		.B(a5),
		.Prod(mult3)
	);
	mult_mnbit #(4, 4) u4 (
		.A(a6),
		.B(a7),
		.Prod(mult4)
	);
	rca_Nbit_delay #(8) u5 ( 
                    .A(mult1),
                    .B(mult2),
                    .cin(1'b0),
                    .Sum(sumo1)
    );
	rca_Nbit_delay #(8) u6 ( 
                    .A(mult3),
                    .B(mult4),
                    .cin(1'b0),
                    .Sum(sumo2)
    );
	rca_Nbit_delay #(9) u7 ( 
                    .A(sumo1),
                    .B(sumo2),
                    .cin(1'b0),
                    .Sum(x)
    );
endmodule
module mult_mnbit #(parameter M = 4, parameter N = 4) (
    input  logic [M-1:0] A,
    input  logic [N-1:0] B,
    output logic [M+N-1:0] Prod
    );
    logic [N-1:0][M-1:0] prod_terms;
    logic [M-1:0] A_int[N-2:0];
    logic [M-1:0] B_int[N-2:0];
    logic [M-1:0] Sum[N-2:0];
    logic [N-2:0] carry_out;
    genvar i, j;
    generate
        for (i = 0; i < N; i++) begin : B_loop
            for (j = 0; j < M; j++) begin : A_loop
                and2_delay u_and (
                        .a(A[j]), 
                        .b(B[i]), 
                        .y(prod_terms[i][j])
                    );
            end
        end
    endgenerate
    assign A_int[0][M-1]     = 1'b0;
    assign A_int[0][M-2:0]   = prod_terms [0][M-1:1];
    assign Prod[0]           = prod_terms [0][0];
    assign B_int[0]          = prod_terms [1];
    rca_Nbit_co #(M) u1 ( 
        .A(A_int[0]),
        .B(B_int[0]),
        .cin(1'b0),
        .Sum(Sum[0]),
        .co(carry_out[0])
    );
    genvar k;
    generate
        for (k = 1; k < N-1; k++) begin : sum_loop
            assign A_int[k][M-1]      = carry_out[k-1];
            assign A_int[k][M-2:0]    = Sum[k-1][M-1:1];
            assign Prod[k]            = Sum[k-1][0];
            assign B_int[k]           = prod_terms [k+1];
           rca_Nbit_co #(M) u_rca ( 
                                    .A(A_int[k]),
                                    .B(B_int[k]),
                                    .cin(1'b0),
                                    .Sum(Sum[k]),
                                    .co(carry_out[k])
                                );
        end
    endgenerate
    assign Prod[M+N-2:N-1] = Sum[N-2];
    assign Prod[M+N-1]     = carry_out[N-2];
endmodule
module rca_Nbit_co #(parameter N = 4) (
    input logic  [N-1:0] A,
    input logic  [N-1:0] B,
    input logic  cin,
    output logic [N-1:0] Sum,
    output logic co
);
    logic [N:0] C;
    assign C[0] = cin;
    genvar i;
    generate
        for (i = 0; i < N; i++) begin : gen_full_adders
            fa_delay fa (
                .a(A[i]),
                .b(B[i]),
                .cin(C[i]),
                .sum(Sum[i]),
                .cout(C[i+1])
            );
        end
    endgenerate
    assign co = C[N];
endmodule
module rca_Nbit_delay #(parameter N = 8) (
    input logic signed [N-1:0] A,
    input logic signed [N-1:0] B,
    input logic cin,
    output logic signed [N:0] Sum
);
    logic [N:0] C;
    assign C[0] = cin;
    genvar i;
    generate
        for (i = 0; i < N; i++) begin : gen_full_adders
            fa_delay fa (
                .a(A[i]),
                .b(B[i]),
                .cin(C[i]),
                .sum(Sum[i]),
                .cout(C[i+1])
            );
        end
    endgenerate
    fa_delay fa_del (
        .a(A[N-1]),
        .b(B[N-1]),
        .cin(C[N]),
        .sum(Sum[N]),
        .cout()  
    );
endmodule
[/design/flow/run.sh]
#!/bin/bash
# OpenROAD 26Q1-2900-gdf79404cd8, Yosys 0.63+post, stock flow scripts
make -C /OpenROAD-flow-scripts/flow DESIGN_CONFIG=/design/flow/config.mk WORK_HOME=/design/flow/orfs finish
==> out/results.ini <==
[global_route]
grt_pass1_vias = 1507
grt_start_max_net_pins = 5
grt_pass1_wl_mm = 6.11
grt_antenna_before_repair = 0
overflow = 0
grt_use_total_pct = 19.3

[power_and_ir_drop]
seq_power_share_pct = 0
pwr-share-comb_pct = 100.0
switching_power_mw = 0.174
switching_share_pct = 37.0
intPower_mw = 0.297
p_clk_share_pct = 0
p_leak_nw = 1.27
power_density_mw_per_mm2 = 179
ir_drop_v = 0.000262

[hold_path]
hold_depth = 5
hold_start = a7[0]
hold_end = x[0]
min_path_type = in -> out

[cells_and_area]
layout.cells.non_filler = 317
clkbuf_count = 0
syn_to_final_growth_pct = 33.2
regArea_sq_um = 0
num-fill-cells = 280
drive_above_1_share_pct = 34.2
logic_area_sq_mm = 0.00179
seq_cell_count = 0

[logic_synthesis]
synth_cells = 213
yosys-top-cells-count = inv_1 (66), fa_1 (54), and2_1 (38), nand2_1 (26), ha_1 (19)
synth_warnings = 6
ys_seq_share_pct = 0
ys_cells = 213
yosys.area.top_type = fa_1
synth.avg_cell_area_sq_um = 9.28
ys_types = 6
top_cell_area_share_pct = 54.7
yosysChipArea_sq_mm = 0.00198
top_cell = inv_1
topCellsByArea = fa_1 (55%), inv_1 (13%), and2_1 (12%), ha_1 (12%), nand2_1 (4.9%)
syn_area_sq_mm = 0.00198

[timing]
tns_ns = 0
hold_slack_ns = 4.63
period_minus_slack_ns = 9.09
worstMarginPinSlew_ns = 0.155
rsz0062_at_grt = no
maxSlewViolCount = 0
slew_headroom_pct = 89.7
hold_violations = 0
setup_violations = 0
max_freq_mhz = 110
fin_crit_sh_pct = 97.8

[floorplanning]
die_h_microns = 64.9
fp_util_pct = 53.2
rows = 22
io_pins = 42
dieWidth_microns = 64.9
fp.coreArea_sq_mm = 0.00372
die_area_sq_mm = 0.00421

[run]
max-cap-violations = 0
tool_warnings = 33

[critical_path]
crit_path_start_kind = input port
critPathMaxFanout = 3
required_ns = 7.44
critPathCaptureType = output port
crit_type = in -> out
worst-endpoint-arrival_ns = 7.23

[detailed_routing]
drt-total-wl_mm = 3.07
ant_nets = 0
vias_per_cell = 4.39
vias = 1391
dr.pass1.iters = 3
drc = 0
diodes = 0
initialDrtViolationCount = 16
wl_per_cell_microns = 9.67

[placed_design]
port_buffers = 42
gp_congestion = 0.842
hpwl_mm = 2.92
placed_cells = 317

[run_status]
outcome = complete, no violations

[clock_tree]
cts_hold_repair.buffers = 0

## power groups by stage
stage	logic (mW)	clock network, mW	registers, mW
after CTS	0.483	0	0
after global routing	0.549	0	0
final	0.472	0	0
## kinds of logic after synthesis
logic type	count (synthesis)	share of synthesized area, %
adders and majority gates	73	66.7
buffers and inverters	76	16.3
and+or+nand+nor	64	17.0
## worst max-delay path by stage
stage / startpoint / end / cells after the start
after CTS: a7[1] / x[9] / 20
after global routing: a7[0] / x[8] / 19
final: a7[0] / x[8] / 19
## routing by layer
| layer | routed length [microns] | part of all wire (%) | global-route usage [%] |
|---|---|---|---|
| met4 | 0 | 0 | 0 |
| met3 | 132 | 4.3 | 3.39 |
| met1 | 1590 | 52 | 34.5 |
| met5 | 0 | 0 | 0 |
| met2 | 1350 | 44 | 28.1 |
## timing repair
action,4_1_cts,5_1_grt
setup endpoints to repair,3,2
pin swaps,43,17
resized,121,9
buffers inserted,0,0
## final cells by class
class / count / share of cell area (%)
well taps: 48 / 2.28
inverters: 66 / 9.41
repair buffers: 66 / 20.4
multi-input cells: 137 / 67.9
## through the flow
| stage | worst slack [ns] | utilization [%] | power [mW] | area, sq um |
|---|---|---|---|---|
| finish | 0.206 | 70.9 | 0.472 | 2630 |
| global route | 0.0141 | 70.9 | 0.549 | 2630 |
| CTS | 0.0125 | 70.2 | 0.483 | 2610 |
| detailed placement | -0.706 | 69.0 | 0.444 | 2560 |
| global placement | -0.649 | 69.0 | 0.441 | 2560 |
| floorplan | 0.320 | - | 0.309 | 1980 |
## placed cells by master (no fill, tap or decap)
cell / instances
clkdlybuf4s15_1: 1
nand2_1: 26
clkdlybuf4s50_1: 20
and2_1: 26
and2_4: 12
ha_1: 15
fa_2: 22
buf_4: 24
inv_2: 14
buf_2: 13
inv_1: 52
buf_6: 3
fa_1: 32
dlygate4sd2_1: 4
ha_4: 4
dlymetal6s2s_1: 1
## critical path, cell delays in order
cell and delay [ns]:
buf_6 0.10, and2_4 0.15, ha_4 0.16, fa_2 0.37, inv_2 0.06, fa_1 0.43, fa_2 0.37, inv_2 0.06
fa_1 0.40, inv_1 0.08, fa_1 0.46, fa_2 0.41, fa_2 0.37, fa_2 0.54, inv_2 0.04, fa_2 0.35
fa_2 0.34, fa_2 0.53, clkdlybuf4s15_1 0.17
No activity file was given, so power comes from the tool's default toggle rates.
